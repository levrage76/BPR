`flow/run.sh`:
```
#!/bin/bash
# OpenROAD 26Q1-2900-gdf79404cd8, Yosys 0.63+post, stock flow scripts
make -C /OpenROAD-flow-scripts/flow DESIGN_CONFIG=/design/flow/config.mk WORK_HOME=/design/flow/orfs finish
```
`flow/config.mk`:
```
export PLATFORM = sky130hd
export DESIGN_NAME = counter
export DESIGN_NICKNAME = counter
export VERILOG_FILES = /design/flow/design.v
export SDC_FILE = /design/flow/constraint.sdc
export NUM_CORES = 4
export LEC_CHECK = 1
export CORE_UTILIZATION = 30
```
`flow/constraint.sdc`:
```
current_design counter

set clk_period 4.9
set clk_io_pct 0.2

create_clock -name clk0 -period $clk_period [get_ports {clk}]

set non_clock_inputs [all_inputs -no_clocks]
set_input_delay [expr $clk_period * $clk_io_pct] -clock clk0 $non_clock_inputs
set_output_delay [expr $clk_period * $clk_io_pct] -clock clk0 [all_outputs]
```
`flow/design.v`:
```
module counter(
    input clk,
    input reset,
    output reg [31:0] count1, count2, count3, count4,count5, count6, count7, count8, count9 
	 );
always @(posedge clk) begin
    if (reset) begin
        count1 <= 32'b0;
		  count2 <= 32'b0;
		  count3 <= 32'b0;
		  count4 <= 32'b0;
		  count5 <= 32'b0;
		  count6 <= 32'b0;
		  count7 <= 32'b0;
		  count8 <= 32'b0; 
		  count9 <= 32'b0; 
    end else 
	 begin
		  count1 <= count1 + 1;
		  count2 <= count2 + 2;
		  count3 <= count3 + 3;
		  count4 <= count4 + 4;
		  count5 <= count5 + 5;
		  count6 <= count6 + 3;
		  count7 <= count7 + 2;
		  count8 <= count8 + 1;
		  count9 <= count9 + 2;
    end
end
endmodule
```
==> summary.txt <==
Reports from this run.

- The critical register-to-register path endpoint is count3[28].
- Clock skew on the completed layout was measured at 0.02269 ns.
- The worst-case max-slew headroom was logged as 55.82%.
- The power report puts the leakage power at 5.314 nW.
- The shortest period the worst path allows reads 2.589 ns.
- Per the detail_route report, the via count comes to 12090.
- The delay of the slowest critical-path stage is 0.60 ns.
- The worst hold path startpoint is count7[1].
- The cell at the slowest stage of the critical path reads sky130_fd_sc_hd__clkdlybuf4s50_1.
- The cell count listed in synth_stat.txt is 1516.
- The number of antenna cells inserted is 0.
- The total iterations of the first detailed-routing run reads 8.
- The category of the worst setup path launch point reads a register.
- In the layout the commonest cells are 283 x sky130_fd_sc_hd__dfxtp_1, 283 x sky130_fd_sc_hd__clkdlybuf4s50_1, 144 x sky130_fd_sc_hd__nor2_1.
- The number of routed nets with antenna violations reads 0.
- The average detailed-routed wire length per instance reads 15.03 um.
- The TritonCTS clock tree is built.
- The via count of the first global-routing pass reads 10670.
- The beginning of the worst register-to-register path reads count3[0].
- The largest driver fanout on the critical path is 8.
- The maximum achievable frequency reads 386.2 MHz.
- The height of the chip is 209.5 um.
- The end-of-flow core utilization reads 41.11%.
- The standard-cell row count reads 75.
- In this run, synthesis produced a sequential element count of 283.
- The detailed router reported a total wirelength of 34.94 mm.
- The power per unit of standard cell area reads 302.6 nW/um^2.
- The area fraction of the largest cell type after synthesis is 43.86%.
- Per the synth stats, the flop cell with the highest instance count is sky130_fd_sc_hd__dfxtp_1.
- The number of warnings issued by yosys is 1.
- According to the timing report, the data required time at the worst endpoint equals 3.92 ns.
- In this run, placement finished with an instance count of 2262.
- The post-CTS repair timing setup buffer count is 0.
- The number of failing setup endpoints in the final timing report reads 0.
- The clock sink count reads 283.
- Once layout is done, the placed cells without fillers occupy 17360 sq um.
- The buffer depth of the longest clock path is 3.
- The async set-reset flop share out of synthesis reads 0%.
- The share of the core area taken by cells at floorplan is 30.59%.
- In the synthesized netlist, the number of instances is 1516.
- The post-cts hold-fix buffer tally is 0.
- Of the cells placed in the final design, the portion with a size suffix greater than 1 is 5.487%.
- Summed over all failing endpoints, the final setup total negative slack is 0 ns.
- The total buffers and inverters traversed by the critical path is 1.
- The number of synthesized flops with an enable pin is 0.
- The number of cells on the worst reg-to-reg path is 6.
- The pin count of the biggest net entering global routing is 111.
- The timing report attributes the biggest portion of critical-path delay to buffers and inverters.
- The die area reads 43890 sq um.
- The share of the clock period used by the worst path reads 52.85%.
- The number of top-level design ports reads 290.
- Once iteration 0 of detailed routing completed, the report listed 629 DRC markers.
- In this run the VDD rail shows a maximum IR drop of 0.1691 mV.
- The flow ran to the end, and the final reports show no timing, DRC or antenna violations.
- The actual slew at the worst max-slew pin is 0.6627 ns.
- The clock root buffer master reads sky130_fd_sc_hd__clkbuf_16.
- The worst-skew pair later-pin latency is 0.55 ns.
- Along the worst hold path, the cell count comes to 1.
- The synthesized netlist contains 41 unique library cells.
- The count of unresolved DRC violations after routing reads 0.
- The via count normalized by instance count is 5.199.
- The worst hold path belongs to the class reg -> reg.
- The total congestion overflow after global routing is 0.
- The tool warning count for the run is 29.
- The HPWL after detailed placement is 23.25 mm.
- Summing the sequential cell areas from Yosys gives 43.86% of the chip area.
- Per the gpl log, the routability congestion estimate is 0.8177.
- The wire length of the first global-routing pass reads 56.20 mm.
- The reg-to-reg setup timing slack is 2.35 ns.
- The number of buffers created by CTS is 36.
- The number of I/O port buffers reads 284.
- The initial antenna violation count is 0.
- The die is 209.5 um wide.
- For this run, the total global-route usage over all layers was measured as 15.74%.
- Setup repair after global routing left no endpoint under its margin.
- After synthesis the cells add up to 12920 sq um.
- The area of the core is 42230 sq um.
- The post-detailed-placement cell area is 16150 sq um.
- Yosys reports a chip area of 12920 sq um.
- The post-synthesis area per instance is 8.521 sq um.
- Ranked by total cell area, the synthesized netlist is headed by sky130_fd_sc_hd__dfxtp_1 44%, sky130_fd_sc_hd__a21oi_1 5.3%, sky130_fd_sc_hd__or4_1 5.1%.
- The cell sequence reported for the critical path is clkdlybuf4s50_1.
- The post-cts gate resize count reads 0.
- Looking at area per cell type in the netlist, the leader is sky130_fd_sc_hd__dfxtp_1.
- The post-CTS clock slew at the launch and capture registers of the worst setup and hold paths is 0.05 ns.
- The number of max-capacitance violations reported is 0.
- The non-filler instance count after layout reads 2325.
- The endpoint kind of the worst setup timing path reads an output pin.
- The number of endpoints with negative hold slack in the final report reads 0.
- Counting pins that exceed their max-slew limit in the final report gives 0.
- The growth of design area from synthesis to finish is 34.39%.
- On the critical path the data arrives at 1.61 ns.
- The endpoint with the worst hold slack is count7[1].
- The kind of critical path is reg -> out.
- The number of H-tree levels is 2.
flip-flops by register name, indices dropped and copies added, names as in the netlist:
signal and count:
count4 30, count3 32, count2 31, count9 31, count8 32, count7 31, count5 32, count6 32
count1 32
power by group:
part | switching [W] | internal (W)
logic | 0.0000782 | 0.0000755
registers | 0.0000379 | 0.00233
clock network | 0.00103 | 0.00170
synthesized netlist by cell type (2+ instances only):
cell type and n:
sky130_fd_sc_hd__a21oi_1 138, sky130_fd_sc_hd__nand4_2 3, sky130_fd_sc_hd__xnor2_1 56, sky130_fd_sc_hd__nor2b_1 30
sky130_fd_sc_hd__o31ai_1 77, sky130_fd_sc_hd__mux2_2 28, sky130_fd_sc_hd__clkbuf_1 66, sky130_fd_sc_hd__or2_2 7
sky130_fd_sc_hd__or3_1 73, sky130_fd_sc_hd__ha_1 9, sky130_fd_sc_hd__inv_1 44, sky130_fd_sc_hd__buf_4 5
sky130_fd_sc_hd__o21ba_2 2, sky130_fd_sc_hd__xor2_1 41, sky130_fd_sc_hd__o21ai_0 64, sky130_fd_sc_hd__or4_1 88
sky130_fd_sc_hd__and3_1 15, sky130_fd_sc_hd__nand4_1 61, sky130_fd_sc_hd__nor3_1 34, sky130_fd_sc_hd__and2_1 4
sky130_fd_sc_hd__nor4_1 35, sky130_fd_sc_hd__buf_1 2, sky130_fd_sc_hd__nand3_1 76, sky130_fd_sc_hd__buf_2 9
sky130_fd_sc_hd__and4_1 27, sky130_fd_sc_hd__dfxtp_1 283, sky130_fd_sc_hd__nand2_1 81, sky130_fd_sc_hd__o31a_1 2
sky130_fd_sc_hd__nor2_1 144
layout make-up:
cell class,count,area [sq um]
Clock buffer,53,1056
Clock inverter,10,157.7
Fill cell,4046,24870
Inverter,44,165.2
Multi-Input combinational cell,1110,6753
Sequential cell,283,5665
Tap cell,539,674.4
Timing Repair Buffer,286,2888
cells by family (layout without fill, tap and decap cells):
family,Yosys count,after routing,synth area share (%)
compound gates,288,288,12.95
xor+xnor,97,97,6.577
fa+ha+maj,9,9,0.8718
buf+inv,127,393,3.981
flops,283,283,43.86
mux,28,28,2.441
other cells,1,5,0.02903
simple gates,683,683,29.29
stage by stage:
step                hold WS, ns  setup slack (ns)  power (W)
detailed placement       0.4502             2.368   0.002572
global placement         0.4410             2.423   0.002571
finish                   0.4666             2.311   0.005253
floorplan                0.4175             2.768   0.002488
global route             0.4877             2.153   0.005455
CTS                      0.4635             2.282   0.005352
per-layer routing:
metal | part of all wire, % | vias to the layer above | global-route usage [%]
met1 | 47 | 5633 | 23.18
li1 | - | 6093 | -
met2 | 43 | 302 | 22.63
met3 | 8.5 | 59 | 5.410
met5 | 0 | - | 0
met4 | 2.3 | 0 | 3.448
worst max path at each step:
stage | start | to | slack (ns) | cells past startpoint
6_report | count2[8] | count2[8] | 2.31 | 1
5_1_grt | count3[0] | count3[26] | 2.15 | 6
4_1_cts | count2[8] | count2[8] | 2.28 | 1
Power is estimated from default activity; no workload was simulated.
