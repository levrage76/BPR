$ cat design/flow/design.v
module pixel_sort_asc (
	 input clk, reset, soft_rst,
	 input enable, 
	 input      [15:0] Pixel_in1, Pixel_in2, Pixel_in3, Pixel_in4 , Pixel_in5 , Pixel_in6, Pixel_in7, Pixel_in8,
	 output reg [15:0] Pixel_out1, Pixel_out2, Pixel_out3, Pixel_out4 , Pixel_out5 , Pixel_out6, Pixel_out7, Pixel_out8,    output reg valid_out
);
integer i, j;
reg [15:0] array [1:8]; 
reg [15:0] temp;
reg [15:0] in1, in2, in3, in4, in5, in6, in7, in8;
always @(posedge clk)
 begin
 if (reset)
     begin
	  in1 <= 0;
	  in2 <= 0; 
	  in3 <= 0; 
	  in4 <=	0;
	  in5 <=	0; 
	  in6 <=	0; 
	  in7 <=	0; 
	  in8 <=	0; 
	  valid_out <= 0; 
		 Pixel_out1 <= 0;
		 Pixel_out2 <= 0;
		 Pixel_out3 <= 0;
		 Pixel_out4 <= 0;
		 Pixel_out5 <= 0;
		 Pixel_out6 <= 0;
		 Pixel_out7 <= 0;
		 Pixel_out8 <= 0; 
	  end 
	  else if(soft_rst)
		 begin 
	    in1 <=  0;
		 in2 <=  0; 
	    in3 <=  0; 
	    in4 <=	0;
	    in5 <=	0; 
	    in6 <=	0; 
	    in7 <=	0; 
	    in8 <=	0; 
	    valid_out <= 0; 
		 Pixel_out1 <= 0;
		 Pixel_out2 <= 0;
		 Pixel_out3 <= 0;
		 Pixel_out4 <= 0;
		 Pixel_out5 <= 0;
		 Pixel_out6 <= 0;
		 Pixel_out7 <= 0;
		 Pixel_out8 <= 0; 
       end
		 else  if(enable)
		 begin
       valid_out <= 1;
		in1<= Pixel_in1;
		in2<= Pixel_in2; 
		in3<= Pixel_in3; 
		in4<= Pixel_in4;  
		in5<=	Pixel_in5; 
		in6<=	Pixel_in6; 
		in7<=	Pixel_in7; 
		in8<=	Pixel_in8; 
		 Pixel_out1 <= array[8];
		 Pixel_out2 <= array[7];
		 Pixel_out3 <= array[6];
		 Pixel_out4 <= array[5];
		 Pixel_out5 <= array[4];
		 Pixel_out6 <= array[3];
		 Pixel_out7 <= array[2];
		 Pixel_out8 <= array[1];
	  	end
		 else begin
		 valid_out <= 0;
		 in1 <=  0;
		 in2 <=  0; 
	    in3 <=  0; 
	    in4 <=	0;
	    in5 <=	0; 
	    in6 <=	0; 
	    in7 <=	0; 
	    in8 <=	0; 
		 Pixel_out1 <= 0;
		 Pixel_out2 <= 0;
		 Pixel_out3 <= 0;
		 Pixel_out4 <= 0;
		 Pixel_out5 <= 0;
		 Pixel_out6 <= 0;
		 Pixel_out7 <= 0;
		 Pixel_out8 <= 0; 
       end	
 end 
 always @(*)
  begin
 if (reset)
     begin
		 array[1] =  0; 
		 array[2] =	 0;
		 array[3] =  0;
		 array[4] =  0;
		 array[5] =  0;
		 array[6] =  0;
		 array[7] =  0;
		 array[8] =  0;
	  end 
	  else if(soft_rst)
		 begin 
	    array[1] =  0; 
		 array[2] =	 0;
		 array[3] =  0;
		 array[4] =  0;
		 array[5] =  0;
		 array[6] =  0;
		 array[7] =  0;
		 array[8] =  0;
	     end
	else  begin
			 array[1] =  Pixel_in1; 
			 array[2] =	 Pixel_in2;
			 array[3] =  Pixel_in3;
			 array[4] =  Pixel_in4;
			 array[5] =  Pixel_in5;
			 array[6] =  Pixel_in6;
			 array[7] =  Pixel_in7;
			 array[8] =  Pixel_in8;
 for ( i= 8; i>0; i=i-1) begin
		for(j=1; j<i; j=j+1) begin 
		 if (array[j] < array[j + 1])
          begin
            temp = array[j];
            array[j] = array[j + 1];
            array[j + 1] = temp;
				end
		   end
		end
	end
 end 
endmodule 
$ cat design/flow/run.sh
#!/bin/bash
# OpenROAD 26Q1-2900-gdf79404cd8, Yosys 0.63+post, stock flow scripts
make -C /OpenROAD-flow-scripts/flow DESIGN_CONFIG=/design/flow/config.mk WORK_HOME=/design/flow/orfs finish
$ cat design/flow/config.mk
export PLATFORM = sky130hd
export DESIGN_NAME = pixel_sort_asc
export DESIGN_NICKNAME = pixel_sort_asc
export VERILOG_FILES = /design/flow/design.v
export SDC_FILE = /design/flow/constraint.sdc
export NUM_CORES = 4
export LEC_CHECK = 1
export CORE_UTILIZATION = 50
$ cat design/flow/constraint.sdc
current_design pixel_sort_asc

set clk_period 75.0
set clk_io_pct 0.2

create_clock -name clk0 -period $clk_period [get_ports {clk}]

set non_clock_inputs [all_inputs -no_clocks]
set_input_delay [expr $clk_period * $clk_io_pct] -clock clk0 $non_clock_inputs
set_output_delay [expr $clk_period * $clk_io_pct] -clock clk0 [all_outputs]
==> qor.txt <==
routed wl met2 - 38.5 mm
WS Path Type - in2reg
post_cts resized - 0
Critical Path Slowest Stage Cell - o21ai_0
most used cell along the critical path - a21oi_1
count of library flops with an enable pin - 0
Mapped Area - 24200 um2
top_reg_cell synth - dfxtp_1
fp_density - 50.7%
Routed Wire Length - 87.8 mm
unrepaired setup endpoints after global routing - no
CTS tree - built
period utilisation layout - 70.8%
Via-to-Cell Ratio - 6.14
Yosys Chip Area - 24200 um2
Clock Pin Slew Worst Setup and Hold Paths - 0.06 ns
Post-synth ARST share - 0%
Setup crit end kind - flip-flop
outcome - finished, final reports clean
Seq/Total Area, Yosys - 10.7%
IO Pins - 261
Congestion Overflow GR - 0
cts hold-fix bufs - 0
pin count of the biggest net entering global routing - 60
slew at the pin closest to its max-slew limit - 0.995 ns
ranking of synthesized cells by area - ha_1 (20%), dfxtp_1 (11%), a21oi_1 (8.9%), mux2i_1 (8.1%), o21ai_0 (7.2%)
core area - 47700 um2
# port buffers - 260
WL/cell - 20.2 um
width of the die - 222 um
DP Wirelength - 74.2 mm
Synth warnings - 2
H-tree Lvls - 4
area added between synthesis and finish - 14.9%
vias in the first global route - 23700
Final Hold Vio Count - 0
Register Area - 2580 um2
die area - 49300 um2
Max FO, Critical Path - 52
Detailed Routing Iterations Pass 1 - 8
met3 WL - 7.23 mm
logic area - 20000 um2
library cells used by synthesis - 100
Placer Congestion - 1.10
final worst path period need - 53.12 ns
CTS sink cnt - 129
Hold WS - 15.23 ns
CTS Buf Count - 17
Detail Route Antenna Nets - 0
DR vias - 26700
total global-route track usage - 35.3%
layout cells sized above 1 - 4.58%
final setup violation count - 0
Flops after synth - 129
mean area per synthesized cell - 6.78 um2
Antenna Cells - 0
first-pass GRT wire length - 134 mm
fill cell count - 4372
critical path's largest stage delay - 0.97 ns
total negative slack - 0 ns
Max-Cap Viols - 0
Die Y-Extent - 222 um
# Post-CTS Setup Buffers - 0
DP Area - 27300 um2
Top Layer Used - met4
critical path launch point type - primary input
met1 WL - 39.3 mm
clk buf depth - 2
worst path required time - 75.35 ns
Max-slew headroom - 33.0%
clock root buffer - clkbuf_16
Max-area cell share - 20.0%
DRC viols - 0
row cnt - 80
final slew viol count - 0
Post-Syn Instances - 3571
Final Cell Area - 27800 um2
initial antenna violation count - 0
DRT iter0 DRCs - 2369
cell count listed in synth_stat.txt - 3571
Min-Delay Path Class - in2reg
Fmax - 0.0188 GHz
Worst EP arrival - 53.47 ns
Log Warnings - 26
Synth area leader - ha_1
cells in the mapped netlist, drive strengths merged (54+ instances only):
cell type / count
nand3: 54
dfxtp: 129
mux2i: 201
clkbuf: 126
o21ai: 380
a21oi: 435
a21o: 95
nor2: 461
nand2: 366
a211oi: 71
nand4: 79
ha: 387
inv: 279
path summary, 6_finish.rpt:
kind,startpoint,end,slack [ns],cells after the start
worst min-delay path,Pixel_in8[4],Pixel_out1[4]$_SDFF_PP0_,15.23,3
worst max-delay path,Pixel_in2[1],Pixel_out7[0]$_SDFF_PP0_,21.88,162
cells by family after synthesis:
| kind of cell | after synthesis | share of synthesized area (%) |
|---|---|---|
| mux | 230 | 9.78 |
| buf+inv | 439 | 6.92 |
| compound gates | 1231 | 31.3 |
| simple gates | 1150 | 21.1 |
| flops | 129 | 10.7 |
| fa+ha+maj | 392 | 20.2 |
state kept, by name, summed over array words and instances (netlist names):
name,cells
Pixel_out3,16
Pixel_out6,16
Pixel_out7,16
Pixel_out5,16
Pixel_out8,16
Pixel_out4,16
valid_out,1
Pixel_out2,16
Pixel_out1,16
stage by stage:
stage	util [%]	std cells	worst slack, ns
after CTS	58.2	4349	22.62
after detailed placement	57.1	4318	22.41
after floorplan	-	3571	28.07
after global routing	58.2	4349	18.42
final	58.2	4349	21.88
after global placement	57.1	4318	23.15
area by class of cell:
type | count | area share (%)
multi-input combinational | 3003 | 72.0
sequential | 129 | 9.29
timing repair buffer | 292 | 10.2
clock inverter | 12 | 0.338
inverter | 279 | 3.77
clock buffer | 19 | 1.59
tap | 615 | 2.77
cells in the final DEF, fill, tap and decap left out, types with 19 or more instances in the layout:
master and count:
nand2_1 363, o211ai_1 22, nand4_1 79, dfxtp_1 129, nor2b_1 45, buf_4 32
nand2b_1 41, o21ai_0 347, ha_1 387, nor2_1 452, a21o_1 94, a21oi_1 430
inv_1 279, o21ai_1 27, a31oi_1 19, o22ai_1 33, mux2i_1 197, mux2_2 28
nand3_1 52, nor3_1 34, a211oi_1 62, clkdlybuf4s50_1 260
critical path, delay by kind of cell:
family / cells / cell delay [ns]
compound gates: 88 / 21.24
fa+ha+maj: 13 / 4.43
buf+inv: 17 / 4.63
mux: 3 / 0.88
simple gates: 41 / 7.11
layer usage:
layer	track usage, %	vias to the layer above
li1	-	13300
met1	50.6	12100
met2	55.4	1180
met3	5.87	172
met4	8.80	0
met5	0	-
