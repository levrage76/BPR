`flow/run.sh`:
```
#!/bin/bash
# OpenROAD 26Q1-2900-gdf79404cd8, Yosys 0.63+post, stock flow scripts
make -C /OpenROAD-flow-scripts/flow DESIGN_CONFIG=/design/flow/config.mk WORK_HOME=/design/flow/orfs finish
```
`flow/config.mk`:
```
export PLATFORM = sky130hd
export DESIGN_NAME = weighted_mean
export DESIGN_NICKNAME = weighted_mean
export VERILOG_FILES = /design/flow/design.v
export SDC_FILE = /design/flow/constraint.sdc
export NUM_CORES = 4
export LEC_CHECK = 1
export CORE_UTILIZATION = 30
```
`flow/constraint.sdc`:
```
current_design weighted_mean

set clk_period 244.0
set clk_io_pct 0.2

create_clock -name clk0 -period $clk_period [get_ports {clk}]

set non_clock_inputs [all_inputs -no_clocks]
set_input_delay [expr $clk_period * $clk_io_pct] -clock clk0 $non_clock_inputs
set_output_delay [expr $clk_period * $clk_io_pct] -clock clk0 [all_outputs]
```
`flow/design.v`:
```
module weighted_mean #(
         parameter  N_INPUT =4,
         parameter SIZE =32  
			)  
		  (
		input  clk, reset,enable,reset_s,
		input  [N_INPUT*SIZE-1 :0] in,
		input  [N_INPUT*SIZE-1 :0] weight,
		output  reg [31:0]  mean
			);
integer i;			
reg [31:0]sum[0:3];
reg [31:0]weighted_sum[0:3]; 
reg [31:0] sum_all;
reg [31:0] weighted_sum_all;
reg [31:0]weight_in_prod[0:3];
reg [31:0] weight_sum;
reg [31:0] sum_weight_in_prod;
 always @(posedge clk)  begin
 if(reset)
 begin 
  sum_weight_in_prod <=0;
  weighted_sum_all <= 0;
 end else begin
 sum_weight_in_prod <= weight_in_prod[0]+weight_in_prod[1]+weight_in_prod[2]+weight_in_prod[3];
 weighted_sum_all<=weighted_sum[0]+weighted_sum[1]+weighted_sum[2]+weighted_sum[3];
 end 
 end
 always @(*)
 begin
 			if(reset) begin
	   weight_in_prod[0]=0;
		weight_in_prod[1]=0;
	   weight_in_prod[2]=0;
		weight_in_prod[3]=0;
		weighted_sum[0]=0;
		weighted_sum[1]=0;
		weighted_sum[2]=0;
		weighted_sum[3]=0;
		sum[0]=0;
		sum[1]=0;
		sum[2]=0;
		sum[3]=0;
		     sum_all = 0;
			  mean    = 0;
			  weight_sum = 0;
		 			end
         else 
			begin  
			 for( i=0; i < N_INPUT; i=i+1) 
				begin
				weight_in_prod[i] = (in[i*SIZE +: SIZE]*weight[i*SIZE +: SIZE]);
				sum_all = sum_weight_in_prod; 
				weighted_sum[i] =	weight[i*SIZE +: SIZE];
				end
				mean = sum_all/weighted_sum_all;
			end
	end
endmodule 
```
==> run notes <==
Figures from the flow reports.

Critical path:
- For reference, the most critical setup path is categorized as register to output port.
- The run gives the critical-path maximum fanout as 36.
- The run gives the type of element capturing the critical path as an output port.
- The run gives the arrival time reported for the critical path endpoint as ~89 ns.
- The run gives the type of origin of the critical path as a register.
- The slowest stage of the critical path belongs to the cell nor4_1.
- The run gives the largest incremental delay on the critical path as 0.74 ns.
- The run gives the cell occurring most often along the worst timing path as ha_1.
- The run puts the worst endpoint required time at 195.20 ns.

Synth:
- The run puts the post-synth tally of flip-flops with integrated enable at 0.
- The run gives the sequential area share after synthesis as 0.0130.
- The netlist uses roughly 95 different library cells.
- A synthesized cell averages between 7 and 8 µm².
- In the synthesized netlist, the number of instances is approximately 12000.
- The run gives the netlist area before placement as roughly 98000 µm².
- The run gives the post-synthesis async set-or-reset flop share as 0.
- The run gives the count of instantiated cells in the yosys netlist as between 10000 and 15000.
- The share of synthesized area in the top cell type comes to 0.358.
- The run puts the count of yosys warnings during synthesis at 4.
- The run gives the largest area contributor in the netlist as fa_1.
- After synthesis, the cell types taking the most area are fa_1 (36%), ha_1 (14%), nand2_1 (8.8%).
- According to the Yosys statistics, the synthesized design has a chip area of a little under 100000 µm².
- The run gives the flip-flop and latch count after synthesis as between 60 and 70.
- The most used flip-flop cell after synthesis is dfxtp_1.

Min path:
- Along the worst hold path, the cell count comes to 2.
- The launch point of the worst min-delay path is recorded as reset.
- The run gives the worst hold-check path type as input port to register.
- Looking at the hold checks, the worst path lands on weighted_sum_all[31]$_SDFF_PP0_.

STA:
- The run puts the tightest slew margin relative to the limit at 0.285.
- The run gives the number of max-slew violations in the final report as 0.
- The run puts the upper clock frequency limit at about 7.3 MHz.
- The run gives the final critical-path share of the clock period as 0.563.
- The run gives the final sum of negative setup slack as 0 ns.
- Setup repair after global routing left no endpoint under its margin.
- The run puts the final tally of setup violations at 0.
- The run gives the worst-margin pin slew as 1.06 ns.
- Counting endpoints that fail hold in the final report gives 0.
- The run puts the minimum clock period at between 100 and 150 ns.

Clock tree:
- TritonCTS built the clock tree.
- The run gives the number of clock sinks seen by CTS as approximately 64.
- The run gives the clock slew seen by the registers of the worst setup and hold paths as about 0.050 ns.
- The run gives the number of H-tree branching levels as 3.
- The run puts the number of buffers inserted for hold repair after clock tree synthesis at 0.
- The run puts the buffer levels on the longest clock path at 2.
- Clock tree synthesis selected as its root buffer the cell clkbuf_16.
- The run puts the buffer count from post-CTS setup fixing at 0.
- The run puts the number of cells upsized or downsized after cts at 0.
- The run gives the clock buffer count from CTS as 9.

Final layout:
- The run puts the final design area excluding fillers at ~110000 µm².
- The run gives the share of post-route cells with drive strength above 1 as 0.0381.
- In this run the layout overhead on the synthesized area is reported as 8.86%.

Global routing:
- The run puts the first-pass GRT wire length at 513000 µm.
- The initial antenna violation count was 15.
- The run gives the number of global-route vias before repair as between 80000 and 90000.
- The run puts the remaining global-route overflow at 0.
- The run gives the total global-route track usage as 0.211.
- Entering global routing, the biggest net connects around 69 pins.

Drt:
- The run gives the routed length per instance as a little under 20 µm.
- The run puts the detailed-route vias per instance at 5.01.
- The run puts the number of remaining DRC errors at 0.
- The run puts the DRC violation total after the first TritonRoute iteration at 4528.
- Summing over every cut layer, the via total after detailed routing is 84400.
- In this run the remaining antenna-violating nets after routing total 0.
- The routed design has 331000 µm of wire.
- The first detailed-routing pass ran for 5 iterations.

Die:
- The run puts the number of placed I/O pins at approximately 290.
- The run puts the chip height at 574 µm.
- The run gives the core footprint as between 300000 and 400000 µm².
- The run puts the chip footprint at around 330000 µm².
- From left edge to right edge, the die measures 574 µm.
- The run gives the floorplan utilization as 0.302.
- The run puts the cell row count at around 210.

Run status:
- The flow ran to the end, and the final reports show no timing, DRC or antenna violations.

Placement:
- Input and output buffers added on the ports amount to 289.
- The run gives the final RePlAce weighted congestion as ~1.
- The run gives the estimated wirelength of the detail-placed design as about 260000 µm.
- The run gives the placed standard-cell area as roughly 110000 µm².

Flow run:
- The run puts the count of maximum capacitance violations at 0.
- The run puts the number of warnings the tools reported at 28.
Yosys cell counts (all sizes together), types with 16 or more instances:
| master | n |
|---|---|
| nand2 | 2311 |
| buf | 51 |
| fa | 1756 |
| clkbuf | 510 |
| mux2i | 41 |
| mux2 | 60 |
| o221ai | 17 |
| o22ai | 16 |
| o31ai | 59 |
| a211oi | 57 |
| and3 | 50 |
| ha | 1083 |
| a21o | 197 |
| o21a | 147 |
| a221oi | 19 |
| nor3 | 192 |
| nand4 | 38 |
| o21ai | 310 |
| nand2b | 69 |
| nand3 | 132 |
| o211ai | 66 |
| o21bai | 50 |
| a31oi | 98 |
| and2 | 471 |
| xor2 | 221 |
| a21oi | 472 |
| a21boi | 28 |
| o211a | 16 |
| or2 | 56 |
| nor4 | 24 |
| a211o | 20 |
| or3 | 80 |
| nor2 | 610 |
| inv | 2240 |
| nor2b | 124 |
| a31o | 17 |
| dfxtp | 64 |
| xnor2 | 479 |
| o311ai | 16 |
how the worst max path moves through the flow:
stage,to,from
final,mean[0],weighted_sum_all[31]$_SDFF_PP0_
after global routing,mean[0],weighted_sum_all[16]$_SDFF_PP0_
after CTS,mean[0],weighted_sum_all[31]$_SDFF_PP0_
metrics by stage:
stage                     instances   util  hold slack, ns  setup slack, ns
after floorplan               12500      -           49.18           123.27
after global placement        16800  0.328           49.28           109.09
after detailed placement      16800  0.328           49.27           109.20
after CTS                     16800  0.329           48.93           108.41
after global routing          16800  0.329           48.94           101.10
final                         16800  0.329           48.92           106.63
critical path: cells and delay by family, from the launching register on:
| family | cells | cell delay [ns] |
|---|---|---|
| AND-OR/OR-AND | 171 | 47.35 |
| AND/OR/NAND/NOR | 75 | 19.48 |
| adder cells (fa/ha/maj) | 31 | 9.83 |
| buffers and inverters | 26 | 6.32 |
| multiplexers | 13 | 4.54 |
| flip-flops | 1 | 0.44 |
per-layer routing:
layer | share of wire | wire (µm) | track usage
met1 | 0.41 | 135000 | 0.277
met2 | 0.44 | 146000 | 0.321
met3 | 0.10 | 34400 | 0.0801
met4 | 0.045 | 14900 | 0.0774
met5 | 0.00039 | 128 | 0.00201
cell usage in the layout, fill, tap and decap left out, types with 20 or more instances in the layout:
cell type           n
dfxtp_1            64
nor2b_1           124
a21boi_0           25
nor2_1            610
mux2_2             60
and2_1            471
o21ai_0           291
mux2i_1            41
nand2_1          2311
o31ai_1            56
nand4_1            38
a21oi_1           469
nand3_1           132
clkdlybuf4s50_1   288
a211oi_1           54
o21a_1            147
nor3_1            191
nor4_1             21
nand2b_1           69
a21o_1            197
o21bai_1           50
a31oi_1            97
xnor2_1           479
ha_1             1083
or3_1              80
a211o_1            20
fa_1             1756
inv_1            2239
or2_2              56
o211ai_1           66
xor2_1            221
and3_1             50
buf_4             276
registers in the layout, summed over array words and instances (netlist names):
name / cells
weighted_sum_all: 32
sum_weight_in_prod: 32
final cells by class:
type                            instances  area, µm²
Fill cell                           34300     218000
Sequential cell                        64       1280
Inverter                             2240       8410
Antenna cell                           16       40.0
Multi-Input combinational cell       9623      86500
Tap cell                             4325       5410
Timing Repair Buffer                  565       4970
Clock inverter                          5       81.3
Clock buffer                           11        233
cell families after synthesis:
logic type                 count (synthesis)  share of synthesized area
and+or+nand+nor                         4222                      0.192
xor gates and xnor gates                 701                     0.0626
adders and majority gates               2839                      0.496
DFF                                       64                     0.0130
AOI/OAI and AO/OA                       1760                      0.118
buffers and inverters                   2801                      0.107
muxes                                    101                     0.0111
